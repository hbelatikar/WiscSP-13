==> design/flow/design.v <==
module dff (q, d, clk, rst);
    output         q;
    input          d;
    input          clk;
    input          rst;
    reg            state;
    assign #(1) q = state;
    always @(posedge clk) begin
      state = rst? 0 : d;
    end
endmodule
module pipe_EX_MEM  (clk, rst,
                    EX_PC2, EX_J_JAL_addr, EX_imm_16bit, EX_read_reg_2, EX_EX_out,
                    EX_branch_sel, EX_halt, EX_mem_write, EX_mem_read,
                    EX_branch, EX_mem_to_reg, EX_J_JAL, EX_JR_JALR, EX_JAL_JALR,
                    EX_rd_addr, EX_reg_write, EX_rt_addr,
                    MEM_PC2, MEM_J_JAL_addr, MEM_imm_16bit, MEM_read_reg_2, MEM_EX_out,
                    MEM_branch_sel, MEM_halt, MEM_mem_write, MEM_mem_read,
                    MEM_branch, MEM_mem_to_reg, MEM_J_JAL, MEM_JR_JALR, MEM_JAL_JALR,
                    MEM_rt_addr,
                    MEM_rd_addr, MEM_reg_write);
		input   clk,
                rst;
        input  [15:0]   EX_PC2,
                        EX_J_JAL_addr,
                        EX_imm_16bit,
                        EX_read_reg_2,
                        EX_EX_out;
        input   [2:0]   EX_rd_addr,
                        EX_rt_addr;
        input           EX_branch_sel;
        input   EX_halt,
                EX_mem_write,
                EX_mem_read,
                EX_branch,
                EX_mem_to_reg,
                EX_J_JAL,
                EX_JR_JALR,
                EX_JAL_JALR,
                EX_reg_write;
        output  [15:0]  MEM_PC2,
                        MEM_J_JAL_addr,
                        MEM_imm_16bit,
                        MEM_read_reg_2,
                        MEM_EX_out;
        output  [2:0]   MEM_rd_addr,
                        MEM_rt_addr;
        output          MEM_branch_sel;
        output  MEM_halt,
                MEM_mem_write,
                MEM_mem_read,
                MEM_branch,
                MEM_mem_to_reg,
                MEM_J_JAL,
                MEM_JR_JALR,
                MEM_JAL_JALR,
                MEM_reg_write;
    dff US0 [15:0] (.d(EX_PC2), .q(MEM_PC2), .clk(clk), .rst(rst));
    dff US1 [15:0] (.d(EX_J_JAL_addr), .q(MEM_J_JAL_addr), .clk(clk), .rst(rst));
    dff US2 [15:0] (.d(EX_imm_16bit), .q(MEM_imm_16bit), .clk(clk), .rst(rst));
    dff US4 [15:0] (.d(EX_read_reg_2), .q(MEM_read_reg_2), .clk(clk), .rst(rst));
    dff US5 [15:0] (.d(EX_EX_out), .q(MEM_EX_out), .clk(clk), .rst(rst));
    dff US6 [2:0] (.d(EX_rd_addr), .q(MEM_rd_addr), .clk(clk), .rst(rst));
    dff US8 [2:0] (.d(EX_rt_addr), .q(MEM_rt_addr), .clk(clk), .rst(rst));
    dff US7 (.d(EX_branch_sel), .q(MEM_branch_sel), .clk(clk), .rst(rst));
    assign muxed_halt = rst ? 1'b0 : EX_halt;
    dff UC1  (.d(muxed_halt),       .q(MEM_halt),        .clk(clk), .rst(rst));  
    dff UC3  (.d(EX_mem_write),     .q(MEM_mem_write),   .clk(clk), .rst(rst));  
    dff UC4  (.d(EX_mem_read),      .q(MEM_mem_read),    .clk(clk), .rst(rst));  
    dff UC5  (.d(EX_branch),        .q(MEM_branch),      .clk(clk), .rst(rst));  
    dff UC6  (.d(EX_mem_to_reg),    .q(MEM_mem_to_reg),  .clk(clk), .rst(rst));  
    dff UC7  (.d(EX_J_JAL),         .q(MEM_J_JAL),       .clk(clk), .rst(rst));  
    dff UC8  (.d(EX_JR_JALR),       .q(MEM_JR_JALR),     .clk(clk), .rst(rst));
    dff UC9  (.d(EX_JAL_JALR),      .q(MEM_JAL_JALR),    .clk(clk), .rst(rst));
    dff UC10 (.d(EX_reg_write),     .q(MEM_reg_write),   .clk(clk), .rst(rst));  
endmodule
==> design/flow/run.sh <==
#!/bin/bash
# OpenROAD 26Q1-2900-gdf79404cd8, Yosys 0.63+post, stock flow scripts
make -C /OpenROAD-flow-scripts/flow DESIGN_CONFIG=/design/flow/config.mk WORK_HOME=/design/flow/orfs finish
==> design/flow/config.mk <==
export PLATFORM = sky130hd
export DESIGN_NAME = pipe_EX_MEM
export DESIGN_NICKNAME = pipe_EX_MEM
export VERILOG_FILES = /design/flow/design.v
export SDC_FILE = /design/flow/constraint.sdc
export NUM_CORES = 4
export LEC_CHECK = 1
export CORE_AREA = 10 10 134 134
export DIE_AREA = 0 0 144 144
==> design/flow/constraint.sdc <==
current_design pipe_EX_MEM

set clk_period 1.0
set clk_io_pct 0.2

create_clock -name clk0 -period $clk_period [get_ports {clk}]

set non_clock_inputs [all_inputs -no_clocks]
set_input_delay [expr $clk_period * $clk_io_pct] -clock clk0 $non_clock_inputs
set_output_delay [expr $clk_period * $clk_io_pct] -clock clk0 [all_outputs]
==> impl_metrics.json <==
{
  "cts_sinks": 96,
  "final_cell_mix": "nor2b_1 (96), clkdlybuf4s50_1 (96), buf_2 (93)",
  "die_y_um": 144,
  "cts_tree": "yes",
  "vias": 1954,
  "rsz0062_at_grt": "true",
  "hold_buffers": 0,
  "clkSlewWorstSetupHoldPaths_ps": 70,
  "antenna_found_initial": 0,
  "cp_cell_sequence": "buf_6",
  "crit_family": "flip-flops",
  "cts_buffers": 9,
  "crit_path_start_kind": "flip-flop",
  "fin_ws_ps": 30.8,
  "power_leakage_nw": 2.04,
  "netlist_instances": 288,
  "peakVddDrop_v": 0.000721,
  "cp-end-kind": "primary output",
  "routed_wirelength_mm": 8.64,
  "yosys_area_sq_um": 3250,
  "tightest_slew_ps": 299,
  "antenna_left": 0,
  "root_buffer": "clkbuf_16",
  "drtPass1Iterations": 4,
  "hpwl_mm": 6.95,
  "syn_area_sq_um": 3250,
  "die_x_um": 144,
  "final_core_util_pct": 30.6,
  "diodes": 0,
  "slowest_stage": "dfxtp_2",
  "htreeDepth": 3,
  "num_io_pins": 194,
  "routabilityCongestion": 0.775,
  "ys_seq_share_pct": 59.2,
  "numSynthFlops": 96,
  "fp_util_pct": 21.4,
  "path_class": "flip-flop to primary output",
  "layout-drive-gt1-share_pct": 32.3,
  "ys_warn_count": 2,
  "timing.hold.ws_ps": 229,
  "setup_tns_ps": 0,
  "finalHoldViolCount": 0,
  "drtIter0Drc": 58,
  "arrival_ps": 770,
  "rows": 45,
  "max_cap_violations": 0,
  "drc": 0,
  "slowest_delay_ps": 320,
  "postPlaceCellArea_sq_um": 4750,
  "setup_viol": 0,
  "holdCritPathClass": "input pin to flip-flop",
  "period_used_pct": 96.9,
  "area_growth_pct": 42.8,
  "required_ps": 800,
  "final_cell_area_sq_um": 4630,
  "wire_per_inst_um": 14.6,
  "port_buffers": 193,
  "crit_fanout": 1,
  "grt_max_degree": 32,
  "viasPerCell": 3.30,
  "warnings": 27,
  "worst-path-buf-inv": 1,
  "die-area_sq_um": 20700,
  "grt.total_usage_pct": 7.91,
  "drv_slew": 0,
  "grt_overflow": 0,
  "finalCriticalPeriod_ps": 969,
  "ys_types": 5,
  "status": "finished, final reports clean",
  "clockBufferDepth": 2,
  "pre_cts_ws_ps": -48.1,
  "power_density_nw_per_um2": 1830,
  "grt_pass1_vias": 2064,
  "grt_pass1_wl_mm": 12.4,
  "design.core.area_sq_um": 15100,
  "relSlewSlack_pct": 80.1,
  "fmax_mhz": 1030,
  "postSynthAreaPerCell_sq_um": 11.3,
  "ys_cells": 288
}
-- routing by layer --
layer	routed length [um]	global-route usage, %
met1	3230	8.79
met2	4500	13.9
met3	746	3.46
met4	153	1.34
met5	0	0
-- flip-flops by register name, summed over array words and instances, names as in the netlist --
register	count
UC10.state	1
US1.state	16
US6.state	3
US2.state	16
UC9.state	1
US5.state	16
UC5.state	1
US7.state	1
US4.state	16
UC3.state	1
UC4.state	1
UC1.state	1
UC6.state	1
US8.state	3
UC7.state	1
US0.state	16
UC8.state	1
-- layout make-up --
| type | count | area [sq um] |
|---|---|---|
| clock buffers | 11 | 243 |
| clock inverters | 5 | 80.1 |
| fillers | 1534 | 10500 |
| multi-input cells | 96 | 601 |
| flip-flops and latches | 96 | 1940 |
| well taps | 188 | 235 |
| repair buffers | 197 | 1540 |
-- through the flow --
stage	std cells	power, W
after CTS	593	0.00868
after detailed placement	577	0.00514
after global routing	593	0.00892
final	593	0.00850
after floorplan	288	0.00454
after global placement	577	0.00514
-- logic make-up after synthesis --
group                  share of synthesized area [%]
buffers and inverters                           22.3
DFF                                             59.2
and+or+nand+nor                                 18.5
-- what timing repair did --
action,in CTS,in global routing
setup endpoints to repair,96,13
pin swaps,0,0
resized,326,6
buffers inserted,0,0
-- cells in the mapped netlist (all sizes together) --
| cell | n | area share [%] |
|---|---|---|
| nor2b | 96 | 19 |
| dfxtp | 96 | 59 |
| buf | 96 | 22 |
-- power by group --
part           total (W)  leakage (nW)  switching (W)  internal [W]
registers        0.00408         0.804      0.0000433       0.00403
clock network    0.00365         0.152        0.00139       0.00225
logic           0.000774          1.08       0.000196      0.000577
total            0.00850          2.04        0.00163       0.00687
-- final timing paths --
| kind | from | endpoint | slack [ps] | cells past startpoint |
|---|---|---|---|---|
| min | rst | US2[4].state | 230 | 2 |
| max | US2[4].state | MEM_imm_16bit[4] | 30 | 1 |
Power and IR drop assume default switching activity.
