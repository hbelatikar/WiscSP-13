[design.v]
module dff (q, d, clk, rst);
    output         q;
    input          d;
    input          clk;
    input          rst;
    reg            state;
    assign #(1) q = state;
    always @(posedge clk) begin
      state = rst? 0 : d;
    end
endmodule
module progCounter (clk, rst, nxt_addr, curr_addr);
    input wire  clk,
                rst;
    input wire [15:0] nxt_addr;
    output wire [15:0]  curr_addr;
    dff D1  (.d(nxt_addr[0]),  .q(curr_addr[0]),  .clk(clk), .rst(rst));
	dff D2  (.d(nxt_addr[1]),  .q(curr_addr[1]),  .clk(clk), .rst(rst));
	dff D3  (.d(nxt_addr[2]),  .q(curr_addr[2]),  .clk(clk), .rst(rst));
	dff D4  (.d(nxt_addr[3]),  .q(curr_addr[3]),  .clk(clk), .rst(rst));
	dff D5  (.d(nxt_addr[4]),  .q(curr_addr[4]),  .clk(clk), .rst(rst));
	dff D6  (.d(nxt_addr[5]),  .q(curr_addr[5]),  .clk(clk), .rst(rst));
	dff D7  (.d(nxt_addr[6]),  .q(curr_addr[6]),  .clk(clk), .rst(rst));
	dff D8  (.d(nxt_addr[7]),  .q(curr_addr[7]),  .clk(clk), .rst(rst));
	dff D9  (.d(nxt_addr[8]),  .q(curr_addr[8]),  .clk(clk), .rst(rst));
	dff D10 (.d(nxt_addr[9]),  .q(curr_addr[9]),  .clk(clk), .rst(rst));
	dff D11 (.d(nxt_addr[10]), .q(curr_addr[10]), .clk(clk), .rst(rst));
	dff D12 (.d(nxt_addr[11]), .q(curr_addr[11]), .clk(clk), .rst(rst));
	dff D13 (.d(nxt_addr[12]), .q(curr_addr[12]), .clk(clk), .rst(rst));
	dff D14 (.d(nxt_addr[13]), .q(curr_addr[13]), .clk(clk), .rst(rst));
	dff D15 (.d(nxt_addr[14]), .q(curr_addr[14]), .clk(clk), .rst(rst));
	dff D16 (.d(nxt_addr[15]), .q(curr_addr[15]), .clk(clk), .rst(rst));
endmodule
[run.sh]
#!/bin/bash
# OpenROAD 26Q1-2900-gdf79404cd8, Yosys 0.63+post, stock flow scripts
make -C /OpenROAD-flow-scripts/flow DESIGN_CONFIG=/design/flow/config.mk WORK_HOME=/design/flow/orfs finish
[config.mk]
export PLATFORM = sky130hd
export DESIGN_NAME = progCounter
export DESIGN_NICKNAME = progCounter
export VERILOG_FILES = /design/flow/design.v
export SDC_FILE = /design/flow/constraint.sdc
export NUM_CORES = 4
export LEC_CHECK = 1
export CORE_AREA = 10 10 70 70
export DIE_AREA = 0 0 80 80
[constraint.sdc]
current_design progCounter

set clk_period 1.0
set clk_io_pct 0.2

create_clock -name clk0 -period $clk_period [get_ports {clk}]

set non_clock_inputs [all_inputs -no_clocks]
set_input_delay [expr $clk_period * $clk_io_pct] -clock clk0 $non_clock_inputs
set_output_delay [expr $clk_period * $clk_io_pct] -clock clk0 [all_outputs]
==> flow_summary.ini <==
; synthesis and place-and-route metrics
[status]
outcome = complete, no violations

[final_timing]
setup_violations = 0
worst_slack_ns = 0.0451
rsz0062_at_grt = no
finalCritPeriodShare_pct = 95.5
fmax_mhz = 1050
fin_crit_ns = 0.955
finalMaxSlewViolations = 0
worstMarginPinSlew_ns = 0.228
final_hold_viol_count = 0
slew-limit-headroom_pct = 84.8

[min_path]
hold_path_class = in2reg

[clocking]
postCtsSetupRepairBufs = 0
ctsHoldBuffers = 0
cts_sinks = 16
path_clk_slew_ns = 0.09
htreeDepth = 1
cts_tree = built
cts_buffers = 3
cts_buffer_depth = 2
root_buffer = clkbuf_4

[logic_synthesis]
syn_area_sq_um = 584
netlist_instances = 49
ys_seq_share_pct = 54.8
syn_area_per_cell_sq_um = 11.9
synth_flops = 16
yosys_warnings = 1
yosys_area_sq_um = 584
netlist-cell-type-count = 6
synth_stat.cells = 49

[cells_and_area]
layout_top_cell = clkdlybuf4s50_1
most-common-layout-cells = clkdlybuf4s50_1 (17), clkbuf_2 (15), dfxtp_1 (13)
fillers = 391
post-route-util_pct = 23.6
instances_no_fill = 116
drive_gt1_share_pct = 51.4
area_delta_synth_final_pct = 38.1

[critical_path]
crit_buf_inv = 1
worstSetupStartpointType = flop
critPathArrivalTime_ns = 0.75
required_ns = 0.80
cp_max_fo = 1
critPathKind = reg2out
endpoint_kind = primary output
slowest_stage = dfxtp_2
cp_slowest_stage_delay_ns = 0.32
crit_path_cell_trace = clkdlybuf4s15_1
path_delay_family = flip-flops

[run]
warnings = 25
cap_violations = 0

[place]
pre_cts_ws_ns = -0.203
io_buffers = 33
placed_cells = 113
gp_congestion = 0.712

[global_route]
track_usage_pct = 3.59
grt_pass1_wl_microns = 1750
grt_max_degree = 9
grt_pass1_vias = 347
antenna_found_initial = 0
globalRouteOverflowTotal = 0

[pwr]
power_mw = 1.14
irDropWorstVdd_v = 0.000405
power.density_nw_per_um2 = 1420
p_leak_nw = 0.354

[drt]
postRouteAntennaNets = 0
vias_per_cell = 2.89
drtIter0Drc = 2
n_antenna_cell = 0
routedWlPerCell_microns = 10.5
drt_wl_total_microns = 1220
vias = 335
first_pass_iters = 2
drc_errors = 0

[floorplan]
num_io_pins = 34
coreArea_sq_um = 3420
row_count = 21
die_w_microns = 80
die_h_microns = 80
initCoreUtil_pct = 17.1
dieArea_sq_um = 6400
per-layer routing:
metal | wire length (microns) | share of wire (%) | global-route usage (%)
met1 | 474 | 39 | 3.60
met2 | 600 | 49 | 5.86
met3 | 147 | 12 | 2.73
met4 | 0 | 0 | 0.704
met5 | 0 | 0 | 0
synth_stat cells:
master	n	area (sq um)
nor2b_1	3	18.8
nor2b_2	7	61.3
buf_4	16	120
dfxtp_1	16	320
and2b_2	6	52.6
buf_6	1	11.3
final timing paths:
| check | slack, ns | to | startpoint | cells past startpoint |
|---|---|---|---|---|
| max | 0.05 | curr_addr[11] | D12.state$_SDFF_PP0_ | 1 |
| min | 0.47 | D12.state$_SDFF_PP0_ | nxt_addr[11] | 2 |
layout make-up:
type	instances	area (sq um)	share of cell area, %
tap	46	57.6	7.13
multi-input combinational	16	133	16.4
timing repair buffer	35	270	33.5
sequential	16	324	40.2
clock buffer	3	22.5	2.79
where the power goes:
part | internal [mW] | switching, mW
sequential | 0.672 | 0.00747
combinational | 0.108 | 0.0304
clock | 0.139 | 0.187
total | 0.920 | 0.225
kinds of logic (layout without fill, tap and decap cells):
group	count (synthesis)	after routing	synth area share, %
buf+inv	17	38	22.5
flops	16	16	54.8
simple gates	16	16	22.7
what timing repair did:
action | CTS | global route
gates resized | 32 | 18
cloned | 0 | 0
endpoints found under the setup margin | 16 | 16
sequential cells by signal, indices dropped and copies added, names as in the netlist:
name,cells
D11.state,1
D13.state,1
D16.state,1
D3.state,1
D12.state,1
D14.state,1
D4.state,1
D10.state,1
D7.state,1
D6.state,1
D8.state,1
D5.state,1
D9.state,1
D1.state,1
D2.state,1
D15.state,1
stage by stage:
stage / TNS (ns) / hold slack [ns] / area [sq um]
2_1_floorplan: 0 / 0.328 / 584
3_3_place_gp: -2.14 / 0.767 / 856
3_5_place_dp: -2.80 / 0.771 / 856
4_1_cts: 0 / 0.464 / 878
5_1_grt: 0 / 0.463 / 807
6_report: 0 / 0.470 / 807
No activity file was given, so power comes from the tool's default toggle rates.
